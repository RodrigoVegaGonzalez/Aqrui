--- ./design.v ---
module registerfile(
	input				clk_i,
	input		[4:0]addrs1_i,
	input		[4:0]addrs2_i,
	input		[4:0]addrrd_i,
	input		[31:0]datord_i,
	input				writeen_i,
	output	[31:0]dators1_o,
	output	[31:0]dators2_o
);
	reg		[31:0]regfile	[0:31];
	initial
	begin
		regfile[0]	=	32'b0;
	end
	always @(posedge clk_i)
	begin
		if(writeen_i)
			regfile[addrrd_i]	<= datord_i;
	end
	assign	dators1_o = regfile[addrs1_i];
	assign	dators2_o = regfile[addrs2_i];
endmodule 
--- ./run.sh ---
#!/bin/bash
# OpenROAD 26Q1-2900-gdf79404cd8, Yosys 0.63+post, stock flow scripts
make -C /OpenROAD-flow-scripts/flow DESIGN_CONFIG=/design/flow/config.mk WORK_HOME=/design/flow/orfs finish
--- ./constraint.sdc ---
current_design registerfile

set clk_period 8.5
set clk_io_pct 0.2

create_clock -name clk0 -period $clk_period [get_ports {clk_i}]

set non_clock_inputs [all_inputs -no_clocks]
set_input_delay [expr $clk_period * $clk_io_pct] -clock clk0 $non_clock_inputs
set_output_delay [expr $clk_period * $clk_io_pct] -clock clk0 [all_outputs]
--- ./config.mk ---
export PLATFORM = sky130hd
export DESIGN_NAME = registerfile
export DESIGN_NICKNAME = registerfile
export VERILOG_FILES = /design/flow/design.v
export SDC_FILE = /design/flow/constraint.sdc
export NUM_CORES = 4
export LEC_CHECK = 1
export CORE_UTILIZATION = 30
==> metrics.log <==
[flow] final metrics
INFO  metric status = finished clean
INFO  metric max-cap-violations = 0
INFO  metric floorplan.die_area = 0.1642 mm^2
INFO  metric tightestPinTransition = 0.9306 ns
INFO  metric grt_util_all_layers = 19.44%
INFO  metric crit_arrival = 5.01 ns
INFO  metric slew-limit-headroom = 37.77%
INFO  metric critical_path.startpoint_type = input pin
INFO  metric worst_hold_path_type = input pin to flip-flop
INFO  metric final-setup-viol-count = 0
INFO  metric min_delay_path_depth = 2
INFO  metric tritoncts_num_sinks = 1,024
INFO  metric openroad_warning_count = 26
INFO  metric postCtsSetupRepairBufs = 0
INFO  metric drv_slew = 0
INFO  metric yosysSeqAreaShare = 63.03%
INFO  metric drt-vias-per-instance = 5.389
INFO  metric grt_first_pass_wirelength = 219,000 um
INFO  metric cts_buffer_depth = 3
INFO  metric yosysChipArea = 0.04879 mm^2
INFO  metric clkSlewWorstSetupHoldPaths = 0.07 ns
INFO  metric drtAntennaViolNets = 0
INFO  metric grt_remaining_overflow = 0
INFO  metric core_area = 0.1609 mm^2
INFO  metric cell_chosen_for_the_clock_root = clkbuf_16
INFO  metric filler_cell_count = 15,170
INFO  metric antenna_found_initial = 6
INFO  metric top_register = regfile
INFO  metric routabilityCongestion = 0.8746
INFO  metric io_buffers = 112
INFO  metric post_route_cells_drive_above_1_share = 9.086%
INFO  metric postCtsResizedCells = 0
INFO  metric drt_iter0_drc = 2,042
INFO  metric setup.worst_path.end_class = output port
INFO  metric setup-tns-final = 0 ns
INFO  metric synth_area_per_cell = 14.41 um^2
INFO  metric worstHoldEndpoint = regfile[28][4]
INFO  metric yosysWarnings = 1
INFO  metric grt_setup_unrepaired = no
INFO  metric finalClockPeriodUsage = 78.88%
INFO  metric drt_first_pass_iters = 5
INFO  metric hold_path_startpoint = datord_i[4]
INFO  metric post-route-drc-count = 0
INFO  metric postSynthRegisterBits = 1,024
INFO  metric worst_ir_drop_vdd = 0.1712 mV
INFO  metric num_vias = 30,810
INFO  metric clock.fmax = 149.1 MHz
INFO  metric reg_top3 = regfile (1024)
INFO  metric io_pins = 113
INFO  metric detail_route.wirelength = 152,800 um
INFO  metric syn_inst = 3,386
INFO  metric dieHeight = 405.3 um
INFO  metric synth_to_final_area_change = 14.31%
INFO  metric fin_hold_ws = 1.813 ns
INFO  metric finish.utilization = 34.65%
INFO  metric detail_route.wl_per_cell = 26.73 um
INFO  metric standard_cell_row_count = 147
INFO  metric max_ffs_per_register = 1,024
INFO  metric h-tree-depth = 3
INFO  metric minimum_period_implied_by_the_final_worst_setup_slack = 6.705 ns
INFO  metric syn-cell-area = 0.04879 mm^2
INFO  metric first_global_vias = 31,870
INFO  metric cts_tree = built
INFO  metric cts_inserted_buffers = 100
INFO  metric yosys_stat_cell_total = 3,386
INFO  metric cp.required = 6.80 ns
INFO  metric static-leakage-power = 20.06 nW
INFO  metric netlist-cell-type-count = 23
INFO  metric fp_util = 30.32%
INFO  metric grt_start_max_net_pins = 88
INFO  metric die-width = 405.3 um
INFO  metric worst-setup-path-type = input pin to output port
INFO  metric hpwlAfterDp = 86,260 um
INFO  metric postCtsHoldBufs = 0
INFO  metric pwr_density_cell = 199.4 mW/mm^2
INFO  metric cp_max_fo = 30
INFO  metric final-hold-violation-count = 0
## stage by stage
step	instances	setup slack, ns	power (mW)	instance area [um^2]
5_1_grt	5716	1.657	11.43	55770
4_1_cts	5715	1.769	11.18	55770
3_3_place_gp	5531	1.781	6.779	52520
3_5_place_dp	5531	1.775	6.783	52520
2_1_floorplan	3386	4.041	6.326	48790
6_report	5716	1.795	11.12	55770
## area by class of cell
type	instances	area, um^2	share of cell area, %
sequential	1024	30750	55.14
multi-input combinational	2109	16780	30.09
tap	2160	2703	4.846
clock buffer	117	2587	4.640
timing repair buffer	238	2290	4.106
clock inverter	67	659.4	1.182
antenna	1	2.502	0.004487
## Yosys cell counts, drive strengths merged
library cell / count / area share, %
edfxtp: 1024 / 63
mux2i: 1024 / 21
nand2: 195 / 1.5
nand3: 194 / 2.0
a21oi: 192 / 2.0
a22oi: 192 / 3.0
buf: 163 / 2.5
a22o: 128 / 2.3
clkbuf: 90 / 0.72
a31oi: 64 / 0.82
nor3: 64 / 0.66
nor2: 35 / 0.27
nand3b: 5 / 0.077
nand2b: 4 / 0.051
nor2b: 4 / 0.051
or3b: 3 / 0.054
and2: 2 / 0.026
or2: 2 / 0.026
or3: 1 / 0.013
## worst max path at each step
stage	slack, ns	to	start	cells past startpoint
4_1_cts	1.77	dators2_o[3]	addrs2_i[2]	8
5_1_grt	1.66	dators2_o[2]	addrs2_i[2]	8
6_report	1.79	dators2_o[3]	addrs2_i[2]	8
## placed cells by master, fill, tap and decap left out, types with 17 or more instances in the layout
cell type        count
buf_4              109
a22o_1             128
a22oi_1            192
a21oi_1            192
nand2_1            193
clkinv_2            17
clkdlybuf4s50_1    110
mux2i_1           1024
buf_12              17
a31oi_1             64
edfxtp_1          1024
nand3_1            194
clkbuf_16          101
nor2_4              34
nor3_1              64
clkinv_1            24
## per-layer routing
| layer | up-vias | share of wire, % | GRT usage, % |
|---|---|---|---|
| li1 | 13580 | - | - |
| met1 | 15230 | 36 | 23.76 |
| met2 | 1706 | 47 | 30.03 |
| met4 | 12 | 3.6 | 5.582 |
| met3 | 285 | 13 | 10.73 |
| met5 | - | 0.087 | 0.4758 |
## power by group
group	internal, mW	leakage, nW	total (mW)	switching (mW)
Sequential	5.62	9.22	5.64	0.0236
Combinational	0.391	9.26	1.04	0.648
Clock	2.49	1.57	4.44	1.95
## cells by family (layout without fill, tap and decap cells)
| family | count (synthesis) | count (layout) | synth area share (%) |
|---|---|---|---|
| AND-OR/OR-AND | 576 | 576 | 8.042 |
| buffers and inverters | 253 | 422 | 3.211 |
| flip-flops | 1024 | 1024 | 63.03 |
| multiplexers | 1024 | 1024 | 21.01 |
| other | 0 | 1 | 0 |
| AND/OR/NAND/NOR | 509 | 509 | 4.714 |
## worst max-delay path: stages
cell and delay, ns:
clkdlybuf4s50_1 0.73, nor2b_4 0.75, buf_4 0.54, a22o_1 0.22, nor3_1 0.05, a31oi_1 0.29, nand3_1 0.22, clkdlybuf4s50_1 0.46
Power and IR drop assume default switching activity.
