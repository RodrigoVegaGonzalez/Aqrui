==> flow/design.v <==
module dcache (
	input				 clk_i,
	input		[8:0]  addrrd_i,
	input		[31:0] datord_i,
	input				 writeen_i,
	input				 readen_i,
	output	[31:0] dators1_o
);
	reg		[31:0]datacache	[0:15];
	always @(posedge clk_i)
	begin
		if(writeen_i)
			datacache[addrrd_i]	<= datord_i;
	end
	assign	dators1_o = (readen_i) ? datacache[addrrd_i] : 32'b0;
endmodule 
==> flow/run.sh <==
#!/bin/bash
# OpenROAD 26Q1-2900-gdf79404cd8, Yosys 0.63+post, stock flow scripts
make -C /OpenROAD-flow-scripts/flow DESIGN_CONFIG=/design/flow/config.mk WORK_HOME=/design/flow/orfs finish
==> flow/config.mk <==
export PLATFORM = sky130hd
export DESIGN_NAME = dcache
export DESIGN_NICKNAME = dcache
export VERILOG_FILES = /design/flow/design.v
export SDC_FILE = /design/flow/constraint.sdc
export NUM_CORES = 4
export LEC_CHECK = 1
export CORE_UTILIZATION = 30
==> flow/constraint.sdc <==
current_design dcache

set clk_period 7.2
set clk_io_pct 0.2

create_clock -name clk0 -period $clk_period [get_ports {clk_i}]

set non_clock_inputs [all_inputs -no_clocks]
set_input_delay [expr $clk_period * $clk_io_pct] -clock clk0 $non_clock_inputs
set_output_delay [expr $clk_period * $clk_io_pct] -clock clk0 [all_outputs]
==> out/results.txt <==
outcome: completed
cell with the most instances after synthesis: edfxtp_1
vias in the first global route: 9880
Yosys Instances: 917
Post-synth EDFFs: 512
CTS clk-pin slew, worst paths: 0.06 ns
cells after synthesis: 917
Setup Fix Bufs, Post-CTS: 0
Finish-stage setup viols: 0
Main synth FF type: edfxtp_1
ant diodes: 0
Setup CP Type: input port to output pin
fin util: 35.3%
cell area after layout: 22800 um2
fin crit period: 5.60 ns
setup_tns: 0 ns
OpenROAD warning count: 30
CTS Buf Count: 48
Fin. Hold Viols: 0
Vias per Instance: 4.83
Port-buffer cells: 70
fin crit share: 77.7%
first-pass GRT wire length: 61.2 mm
top cell type's share of synthesized area: 78.3%
count of final max-slew check failures: 0
share of cells above drive strength 1: 23.2%
Die Wd: 258 um
Registers, synthesis: 512
detailed-route via count: 9154
DRC viols: 0
leak pwr: 7.11 nW
FP Util: 30.4%
# H-tree levels: 2
GR Overflow Total: 0
First-pass DRT Iterations: 5
clock root buffer: clkbuf_16
largest net degree at the start of global routing: 74
P_int: 4.73 mW
worst hold slack: 1.78 ns
Synth Warn #: 1
RSZ-0062 raised after global routing: false
Post-CTS Resized: 0
Hold Path Class: input port to flip-flop
Comb pwr share: 5.6%
P&R area growth vs syn: 16.1%
1st-iter DRT viols: 576
GRT Util Overall: 13.3%
antenna-violating nets left: 0
Seq pwr share: 56.7%
top cells by count: edfxtp_1 (512), mux2_2 (64), mux2i_1 (64)
initial antenna violation count: 2
CP endpoint kind: output pin
CTS max path bufs: 3
Avg Cell Area, Syn: 21.4 um2
die footprint: 66500 um2
row cnt: 93
WL final: 41.0 mm
IO Pins: 76
cts hold-fix bufs: 0
Largest Register: datacache
Peak VDD IR: 0.000150 V
Async SR Flop Fraction: 0%
Max Fclk: 0.179 GHz
core area: 64600 um2
PD cells: 260 nW/um2
WP data arrival: 4.16 ns
Total Power: 5.92 mW
Die H: 258 um
top cells by area: edfxtp_1 (78%), mux4_2 (7.1%), mux2_2 (3.7%)
max reg flops: 512
Final GP Congestion: 0.739
top flop regs: datacache (512)
yosys synthesis chip area: 19600 um2
NetSw: 1.19 mW
post-place instance area: 21400 um2
distinct lib cells: 24
Mapped Area: 19600 um2
worst-path fanout max: 20
fill cell count: 5849
clk sink count: 512
wire length per cell: 21.6 um
Worst Tran Pin Value: 0.724 ns
top cell type by total area after synthesis: edfxtp_1
Clk pwr share: 37.8%
Worst Path Required: 5.76 ns
CTS tree: yes
maxcap violations: 0
relative slew slack: 51.7%
Synth Seq Share: 78.3%
DP HPWL: 22.6 mm
Switching Share: 20.1%
startpoint types: input port
==> power groups by stage <==
stage         sequential (mW)  combinational (mW)  clock [mW]
finish                   3.35               0.329        2.24
global route             3.36               0.362        2.41
CTS                      3.35               0.339        2.30
==> worst max-delay path: stages <==
cell and delay, ns:
clkdlybuf4s50_1 0.77, nor2b_4 0.19, buf_4 0.30, a22o_1 0.26
o31ai_1 0.60, clkdlybuf4s50_1 0.59
==> layout make-up <==
type / count / area (um2) / area share (%)
Multi-Input combinational cell: 350 / 4060 / 17.8
Clock inverter: 18 / 92.6 / 0.406
Timing Repair Buffer: 100 / 940 / 4.12
Sequential cell: 512 / 15400 / 67.4
Tap cell: 855 / 1070 / 4.69
Clock buffer: 62 / 1270 / 5.59
==> routing by layer <==
layer / track usage, % / up-vias / share of wire [%]
li1: - / 4044 / -
met1: 16.5 / 4575 / 37
met2: 20.0 / 478 / 47
met3: 9.14 / 51 / 14
met4: 1.81 / 6 / 1.4
met5: 1.42 / - / 0.28
==> through the flow <==
stage | std cells | setup slack, ns
floorplan | 917 | 2.45
global placement | 1817 | 1.58
detailed placement | 1817 | 1.58
CTS | 1897 | 1.57
global route | 1897 | 1.38
finish | 1897 | 1.60
==> cell usage in the layout (no fill, tap or decap), types with 2 or more instances in the layout <==
| cell | instances |
|---|---|
| o31ai_1 | 32 |
| a22o_1 | 32 |
| clkbuf_16 | 49 |
| clkdlybuf4s50_1 | 68 |
| clkbuf_1 | 13 |
| clkinv_1 | 7 |
| nand2b_1 | 2 |
| nor3_2 | 4 |
| nor2_4 | 13 |
| nand3b_1 | 2 |
| buf_4 | 30 |
| mux4_2 | 62 |
| clkinv_2 | 8 |
| mux2i_1 | 64 |
| inv_6 | 2 |
| edfxtp_1 | 512 |
| nand2b_2 | 2 |
| mux4_1 | 2 |
| a22oi_1 | 32 |
| mux2_2 | 64 |
| o22ai_1 | 32 |
==> worst paths after layout <==
path | cells after the start | start | to | slack, ns
setup / recovery | 6 | addrrd_i[3] | dators1_o[29] | 1.60
hold / removal | 1 | datord_i[21] | datacache[2][21] | 1.78
==> cells by family (layout without fill, tap and decap cells) <==
kind of cell,Yosys count,after routing,synth area share (%)
flip-flops,512,512,78.3
multiplexers,192,192,14.3
buffers and inverters,55,180,1.76
AND-OR/OR-AND,128,128,4.89
AND/OR/NAND/NOR,30,30,0.771
Power figures rest on the tool's default switching activity, not on a simulated workload.
